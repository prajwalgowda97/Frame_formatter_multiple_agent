**design/flow/run.sh**
```bash
#!/bin/bash
# OpenROAD 26Q1-2900-gdf79404cd8, Yosys 0.63+post, stock flow scripts
make -C /OpenROAD-flow-scripts/flow DESIGN_CONFIG=/design/flow/config.mk WORK_HOME=/design/flow/orfs finish
```
**design/flow/config.mk**
```make
export PLATFORM = sky130hd
export DESIGN_NAME = sync_fifo
export DESIGN_NICKNAME = sync_fifo
export VERILOG_FILES = /design/flow/design.v
export SDC_FILE = /design/flow/constraint.sdc
export NUM_CORES = 4
export LEC_CHECK = 1
export CORE_UTILIZATION = 50
```
**design/flow/constraint.sdc**
```tcl
current_design sync_fifo

set clk_period 27.8
set clk_io_pct 0.2

create_clock -name clk0 -period $clk_period [get_ports {clk}]

set non_clock_inputs [all_inputs -no_clocks]
set_input_delay [expr $clk_period * $clk_io_pct] -clock clk0 $non_clock_inputs
set_output_delay [expr $clk_period * $clk_io_pct] -clock clk0 [all_outputs]
```
**design/flow/design.v**
```verilog
module sync_fifo #(parameter ADD_WIDTH  = 5 ,
              parameter DATA_WIDTH = 32,
              parameter DATA_DEPTH = 32,
              parameter ALMOST     = 2)
              (output logic [DATA_WIDTH-1:0] rd_data        ,
               output logic                  write_full     ,
               output logic                  read_empty     ,
               output logic                  almost_full    ,
               output logic                  almost_empty   ,
               output logic                  overflow       ,
               output logic                  underflow      ,
               output logic [ADD_WIDTH:0]    rd_lvl         ,
               output logic [ADD_WIDTH:0]    wr_lvl         ,
               input  logic [DATA_WIDTH-1:0] wr_data        ,
               input  logic                  rd_en          ,
               input  logic                  wr_en          ,
               input  logic                  clk            ,
               input  logic                  rst_n          ,
               input  logic                  sw_rst         ,
               input  logic                  in_sop         ,
               input  logic                  in_eop         ,
               output logic [6:0]            pkt_len        ,
               output logic                  ff_in_sop       ,
               output logic                  ff_in_eop
               );
    bit   [ADD_WIDTH-1:0] wr_ptr;
    logic [ADD_WIDTH-1:0] rd_ptr;
    logic                 wr_valid;
    logic                 rd_valid;
    logic                 wr_full;
    logic                 rd_empty;
    logic [6:0]           count;
    logic                 in_eop_d1;
    assign write_full = wr_full;
    assign read_empty = rd_empty;
    logic [DATA_WIDTH + 1 :0] fifo_mem [DATA_DEPTH-1 : 0];
    logic [ADD_WIDTH:0] fifo_counter;                              
        always_ff@(posedge clk or negedge rst_n)
            begin
                if(!rst_n)
                    begin
                        in_eop_d1 <= 1'b0;
                    end
                else if(sw_rst)
                    begin
                        in_eop_d1 <= 1'b0;
                    end
                else
                    begin
                        in_eop_d1 <= in_eop;
                    end
            end
        always_ff@(posedge clk or negedge rst_n)
            begin
                if(!rst_n)
                    begin
                        count <= 7'd0;
                    end
                else if(sw_rst)
                    begin
                        count <= 7'd0;
                    end
                else if(wr_en)
                    begin
                        count <= count + 7'd1;
                    end
                else if(in_eop_d1) 
                    begin
                        count <= 7'd0;
                    end
            end
        always_ff@(posedge clk or negedge rst_n)
            begin
                if(!rst_n)
                    begin
                        pkt_len <= 7'd0;
                    end
                else if(sw_rst)
                    begin
                        pkt_len <= 7'd0;
                    end
                else if(in_eop_d1)
                    begin
                        pkt_len <= count;
                    end                                                                              
            end
     always_ff @(posedge clk or negedge rst_n) begin
        if(!rst_n) 
            begin
                rd_ptr <= {ADD_WIDTH{1'b0}};
            end
        else if(sw_rst)
            begin
                rd_ptr <= {ADD_WIDTH{1'b0}};
            end
        else if(rd_en && !rd_empty) 
            begin
                rd_ptr <= rd_ptr + {{(ADD_WIDTH-1){1'b0}},1'b1};
            end
        else 
            begin
                rd_ptr <= rd_ptr;
            end
     end
     assign wr_valid = (wr_en && !wr_full) ? 1'b1 : 1'b0;
     assign rd_valid = (rd_en && !rd_empty) ? 1'b1 : 1'b0;
     always_ff @(posedge clk or negedge rst_n) 
     begin
        if(!rst_n) 
            begin
                wr_ptr <= {ADD_WIDTH{1'b0}};
            end
        else if(sw_rst)
            begin
                wr_ptr <= {ADD_WIDTH{1'b0}};
            end
        else if(wr_valid) 
            begin
                wr_ptr <= wr_ptr +{{(ADD_WIDTH-1){1'b0}},1'b1};
            end
        else 
            begin
                wr_ptr <= wr_ptr;
            end
     end
        always @(posedge clk or negedge rst_n) begin                         
            if(!rst_n) begin
                fifo_counter <= {(ADD_WIDTH+1){1'b0}};
            end
            else if(sw_rst)
                begin
                    fifo_counter <= {(ADD_WIDTH+1){1'b0}};
                end
            else if((wr_valid) && (rd_valid)) 
                begin                
                    fifo_counter <= fifo_counter;
                end
            else if(wr_valid) 
                begin
                    fifo_counter <= fifo_counter + {{ADD_WIDTH{1'b0}},1'b1};
                end
            else if(rd_valid) 
                begin
                    fifo_counter <= fifo_counter - {{ADD_WIDTH{1'b0}},1'b1};
                end
            else 
                begin
                    fifo_counter <= fifo_counter;
                end
        end
    always_ff@(posedge clk or negedge rst_n)
        begin
            if(!rst_n)
                begin
                    rd_data <= {DATA_WIDTH{1'b0}};
                end
            else if(sw_rst)
                begin
                    rd_data <= {DATA_WIDTH{1'b0}};
                end
            else if(rd_en && !rd_empty)
                begin
                    rd_data <= fifo_mem[rd_ptr][DATA_WIDTH:1];
                    ff_in_sop <= fifo_mem[rd_ptr][DATA_WIDTH+1];
                    ff_in_eop <= fifo_mem[rd_ptr][0];
                end
            else
                begin
                    rd_data <= {(DATA_WIDTH+1){1'b0}};
                    ff_in_sop <= 1'b0;
                    ff_in_eop <= 1'b0;
                end
        end
    always_ff@(posedge clk)
        begin
            if(wr_en && !wr_full)
                begin
                    fifo_mem[wr_ptr] <= {in_sop,wr_data,in_eop};
                end
        end
    always_ff @(posedge clk or negedge rst_n) begin                     
        if(!rst_n) 
            begin
                overflow <= 1'b0;
            end
        else if(sw_rst)
            begin
                overflow <= 1'b0;
            end
        else if(wr_en && wr_full) 
            begin
                overflow <= 1'b1;            
            end
        else 
            begin
                overflow <= 1'b0;
            end
    end
    always_ff @(posedge clk or negedge rst_n) begin                     
        if(!rst_n) 
            begin
                underflow <= 1'b0;
            end
        else if(sw_rst)
            begin
                underflow <= 1'b0;
            end
        else if(rd_en && rd_empty) 
            begin
                underflow <= 1'b1;            
            end
        else 
            begin
                underflow <= 1'b0;
            end
    end
    assign wr_full = (fifo_counter == {1'b1,{ADD_WIDTH{1'b0}}}) ? 1'b1 : 1'b0;           
    assign rd_empty = (fifo_counter == {(ADD_WIDTH+1){1'b0}}) ? 1'b1 : 1'b0;           
    assign almost_full = (fifo_counter >= (DATA_DEPTH - ALMOST)) ? 1'b1 : 1'b0;       
    assign almost_empty = (fifo_counter <= ALMOST) ? 1'b1 : 1'b0;       
    assign wr_lvl = fifo_counter;                               
    assign rd_lvl = DATA_DEPTH - fifo_counter;                  
endmodule
```
==> reports/results.txt <==
CTS buffer count -> 117
R2r endpoint -> rd_data[30]
Clock Tree Buf Depth -> 3
Setup Skew -> 33.7 ps
Synth warnings -> 1
Share of cells above drive strength 1 -> 19.2%
Drt first pass iters -> 5
Primary FF master, synth -> edfxtp_1
Final max-slew violation count -> 0
Log Warnings -> 30
Largest net degree at the start of global routing -> 83
Post-route clock period utilization -> 28.6%
Reg2reg start -> rd_ptr[0]
Worst Max-Slew Pin Slew -> 1180 ps
Vias per cell -> 5.92
Hold path cells -> 2
Critical-path cell list -> inv_1 > ha_1 > nand2_1 > xor2_1 > clkdlybuf4s50_1
Crit end category -> output port
Status -> finished, final reports clean
First-pass GRT wire length -> 166 mm
Total number of vias -> 23,042
Core area -> 0.0888 sq mm
R2R depth -> 8
Clk sinks -> 1,155
Critical Path Slowest Stage Cell -> clkdlybuf4s50_1
Crit path time final -> 7960 ps
Tot Pwr -> 0.00428 W
Critical path class -> reg -> out
Worst Setup Start Kind -> flip-flop
Crit-path max cell delay -> 480 ps
Gr usage total -> 28.7%
Reg area -> 0.0344 sq mm
Buffers on Ports -> 97
CP Launch Point -> fifo_counter[0]
Cell row count -> 109
# hold bufs at CTS -> 0
Min-Delay Path Class -> reg -> reg
# Post-CTS Setup Buffers -> 0
Initial antenna violation count -> 0
Synth Seq Share -> 76.2%
Die height -> 302 um
Vias in the first global route -> 24,720
Post-Syn Area -> 0.0451 sq mm
Iter 0 DRT Violations -> 1,458
Worst skew pair latency -> 700 ps
F_max -> 0.126 GHz
Crit path required time -> 22,240 ps
Max_slew headroom -> 20.4%
Final WL -> 114 mm
CTS root buf -> clkbuf_16
Syn Inst Count -> 2,429
CTS tree -> yes
Setup TNS -> 0 ps
Hold path endpoint -> pkt_len[3]
Library cells used by synthesis -> 54
Syn avg cell area -> 18.6 sq um
Max H-tree Level -> 3
Min-delay src -> pkt_len[3]
DRC Markers -> 0
Gpl congestion -> 0.896
Boundary Pins -> 98
Critical Path AT -> 2400 ps
Comb gate area -> 0.0101 sq mm
Routed Antenna Nets -> 0
RSZ-0062 raised after global routing -> no
Pwr Density -> 83.2 mW/mm^2
Pre-placement core utilization -> 50.8%
Fillcell total -> 6,361
Max Cap Viol -> 0
Final Hold Viols -> 0
Die X -> 302 um
GRT overflow -> 0
Max FO, Critical Path -> 8
Worst R2R Setup Slack -> 22,600 ps
Final setup viols -> 0
Area growth from synthesis to layout -> 14.1%
Leak pwr -> 16.7 nW
Seq cells post-synth -> 1,155
Synth async-reset ratio -> 5.63%
Wire per inst -> 29.2 um
Detailed-placement wirelength estimate -> 69.5 mm
Yosys Chip Area -> 0.0451 sq mm
Clk slew on worst S/H paths -> 60 ps
Max VDD drop -> 0.0640 mV
Ys cells -> 2,429
Number of enable flip-flop cells -> 1,090
Cts repair resizes -> 0
Die area -> 0.0914 sq mm
cell usage in the layout (no fill, tap or decap), types with 3 or more instances in the layout:
master           Yosys  layout
a21oi_1              6       6
dfrtp_1             65      60
bufinv_16            0       9
o22ai_1             49      49
and4_1              34      34
o21ai_1             33      33
nand4_1              4       4
o22ai_2             18      18
nor2_4               0      30
clkinv_8             0       3
nor2_1             165     135
nor2b_1              3       3
ha_1                12      12
nand3b_1             4       4
mux2i_1            281     281
clkbuf_16            0     119
clkdlybuf4s50_1      0      71
clkinv_2             0      18
inv_1                8       8
clkbuf_1            52      28
clkinvlp_4           0       7
o21ai_0             35      35
clkinv_1             0      30
buf_2               34      25
edfxtp_1          1090    1090
nor3_2              20      21
xor2_1               6       6
xnor2_1             14      14
buf_4               24     112
nand3_1             73      72
diode_2              0       6
mux4_2             139     139
dfrtp_4              0       3
nand2_1            145     145
and3_1               6       6
nor3_1              18      17
nor4_1              33      33
critical path: cells and delay by family (launching register included):
kind          cells  cell delay [ps]
xor+xnor          1              140
fa+ha+maj         1              340
buf+inv           2              660
flops             1              470
simple gates      1              110
flip-flops by register name, indices dropped and copies added (netlist names), 5 cells and up:
| name | flops |
|---|---|
| wr_ptr | 5 |
| count | 7 |
| rd_ptr | 5 |
| pkt_len | 7 |
| fifo_counter | 6 |
| rd_data | 32 |
| fifo_mem | 1088 |
metal layers:
layer	share of wire [%]	track usage, %	up-vias
li1	-	-	10041
met4	1.7	4.26	6
met3	19	23.3	119
met2	45	39.0	1241
met1	34	39.6	11635
met5	0.37	3.26	-
report_power, final:
group | switching (W) | total [W] | internal, W
Sequential | 0.0000507 | 0.00199 | 0.00194
Combinational | 0.000410 | 0.000775 | 0.000365
Clock | 0.000642 | 0.00151 | 0.000870
Total | 0.00110 | 0.00428 | 0.00318
cell usage after synthesis, types with 2 or more instances:
library cell / number / area share [%]
nor3_1: 18 / 0.20
and3_1: 6 / 0.083
o22ai_2: 18 / 0.50
nor2b_1: 3 / 0.042
nand4_1: 4 / 0.055
dfrtp_1: 65 / 3.6
a21o_1: 2 / 0.033
nand3_1: 73 / 0.81
and2_1: 3 / 0.042
nand2b_1: 2 / 0.028
a31oi_1: 2 / 0.028
o21ai_1: 33 / 0.37
or3b_2: 2 / 0.039
a21boi_0: 2 / 0.033
a21oi_1: 6 / 0.067
nand2_1: 145 / 1.2
xor2_1: 6 / 0.12
o21ai_0: 35 / 0.39
buf_4: 24 / 0.40
nor3_2: 20 / 0.44
ha_1: 12 / 0.33
buf_6: 23 / 0.57
inv_2: 2 / 0.017
nor4_1: 33 / 0.46
mux2i_1: 281 / 6.2
nor2_1: 165 / 1.4
and4_1: 34 / 0.66
mux4_2: 139 / 6.9
nor3b_1: 2 / 0.033
o22ai_1: 49 / 0.68
xnor2_1: 14 / 0.27
inv_1: 8 / 0.067
nand3b_1: 4 / 0.067
buf_2: 34 / 0.38
clkbuf_1: 52 / 0.43
edfxtp_1: 1090 / 73
how the worst max path moves through the flow:
stage            to  slack (ps)  cells past startpoint
4_1_cts   rd_lvl[4]       19790                      5
6_report  rd_lvl[4]       19840                      5
5_1_grt   rd_lvl[4]       19640                      5
final cells by class:
cell class | count | area share (%)
sequential | 1155 | 66.8
multi-input combinational | 1130 | 19.7
clock buffer | 148 | 6.02
timing repair buffer | 209 | 3.30
tap | 1165 | 2.83
clock inverter | 69 | 1.22
inverter | 10 | 0.0754
antenna | 6 | 0.0292
metrics by stage:
stage | hold WS [ps] | worst slack, ps | instances | util (%) | instance area (sq um)
after floorplan | 461 | 18300 | 2429 | - | 45100
after global placement | 511 | 19350 | 3669 | 53.7 | 47700
after detailed placement | 518 | 19270 | 3669 | 53.7 | 47700
after CTS | 534 | 19790 | 3886 | 57.9 | 51400
after global routing | 552 | 19640 | 3886 | 57.9 | 51400
final | 531 | 19840 | 3892 | 57.9 | 51400
kinds of logic (layout without fill, tap and decap cells):
group,count (synthesis),after routing,share of synthesized area [%]
DFF,1155,1155,76.2
and+or+nand+nor,518,518,5.62
muxes,420,420,13.2
AOI/OAI and AO/OA,158,158,2.30
buffers and inverters,144,436,1.88
xor gates and xnor gates,21,21,0.425
adders and majority gates,13,13,0.377
other,0,6,0
Power is estimated from default activity; no workload was simulated.
